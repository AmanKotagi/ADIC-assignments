===== flow/constraint.sdc =====
current_design moore_fsm

set clk_period 1.0
set clk_io_pct 0.2

create_clock -name clk0 -period $clk_period [get_ports {clk}]

set non_clock_inputs [all_inputs -no_clocks]
set_input_delay [expr $clk_period * $clk_io_pct] -clock clk0 $non_clock_inputs
set_output_delay [expr $clk_period * $clk_io_pct] -clock clk0 [all_outputs]

===== flow/config.mk =====
export PLATFORM = sky130hd
export DESIGN_NAME = moore_fsm
export DESIGN_NICKNAME = moore_fsm
export VERILOG_FILES = /design/flow/design.v
export SDC_FILE = /design/flow/constraint.sdc
export NUM_CORES = 4
export LEC_CHECK = 1
export CORE_AREA = 10 10 70 70
export DIE_AREA = 0 0 80 80

===== flow/design.v =====
module moore_fsm(din,reset,clk,y);
input din,reset,clk;
output reg y;
reg[2:0]cst,nst;
parameter s0=3'b000,s1=3'b001,s2=3'b010,s3=3'b011,s4=3'b100;
always @(cst or din)
begin
case(cst)
s0:begin y=1'b0;
if(din==1'b1) nst=s0;
else nst=s1;end
s1:begin y=1'b0;
if(din==1'b1) nst=s2;
else nst=s1;end
s2:begin y=1'b0;
if(din==1'b1) nst=s4;
else nst=s1;end
s3:begin y=1'b0;
if(din==1'b1) nst=s0;
else nst=s3;end
s4:begin y=1'b1;
if(din==1'b1) nst=s0;
else nst=s3;end
default:nst=s0;
endcase
end
always @(posedge clk)
begin
if(reset)cst<=s0;
else cst<=nst;
end
endmodule

===== flow/run.sh =====
#!/bin/bash
# OpenROAD 26Q1-2900-gdf79404cd8, Yosys 0.63+post, stock flow scripts
make -C /OpenROAD-flow-scripts/flow DESIGN_CONFIG=/design/flow/config.mk WORK_HOME=/design/flow/orfs finish

==> out/summary.txt <==
Placed insts: 65
Yosys Chip Area: 176 sq um
RSZ-0062 raised after global routing: no
Gpl congestion: 0.684
Status: finished clean
Kind of critical path: in -> reg
CTS buffer count: 3
Vias: 129
Unique masters post-synth: 9
Chip area: 6400 sq um
Die Y: 80 um
CTS tree: yes
Max incr delay on CP: 0.57 ns
Worst-Skew Late Latency: 0.24 ns
Root buf cell: clkbuf_4
Shortest period the worst path allows: 0.870 ns
Final wirelength: 368 um
Average routed wire per standard cell: 5.33 um
Leakage: 0.104 nW
Worst slew pin tran: 0.205 ns
Initial DRC Count: 5
DRC viols: 0
Critical path, cell by cell: clkdlybuf4s50_1, and3b_2
Pwr Density: 1640 nW/um^2
Top layer in use: met3
Crit. End Element: flop
# Cells Yosys: 16
Buf+Inv Stages, Crit Path: 1
Critical-path top delay cell: clkdlybuf4s50_1
Worst min path class: reg -> reg
Clk_skew: 0.000532 ns
Hold_buf cts: 0
Endpoints left unconstrained: 2
I/O pin cnt: 4
CP Max Fanout: 6
Endpoints failing setup: 0
Layout Cells excl Fill: 69
Layout area overhead: 64.5%
Max-Slew Margin vs Limit: 86.3%
Tool warnings: 25
CP Launch Type: input port
Drt pass-1 iters: 2
Vias in the first global route: 164
DP Area: 264 sq um
Max-slew violations: 0
FP Rows: 21
Grt total ovfl: 0
Buffers on Ports: 3
Max-Cap Viols: 0
Tcrit/Tclk final: 87.0%
Core area: 3420 sq um
DR WL met3: 102 um
ANT nets after route: 0
WL met2: 106 um
H-tree levels: 1
CP required: 1.13 ns
WP data arrival: 1.00 ns
Setup bufs post-CTS: 0
Post-synthesis cell area: 176 sq um
CTS clock-pin slew for the worst setup and hold paths: 0.04 ns
N_diodes: 0
Proportion of layout cells with a drive suffix above 1: 21.7%
PostCTS Resize Cnt: 0
Die W: 80 um
First-pass GRT wire length: 690 um
Largest net degree at the start of global routing: 7
Vias per cell: 1.87
Pre-Place Util: 5.16%
Final hold vios: 0
Post-synthesis cell count: 16
Antenna violations before repair: 0
Yosys warnings: 1
DP HPWL: 273 um
Synth flops: 6
Wl on met1: 158 um
Final Cell Area: 290 sq um
VDD IR max: 0.264 mV
Fmax: 1150 MHz
Clock Tree Buf Depth: 2
Register pins left without a clock: 1
Crit-path leading delay family: buffers and inverters
GRT Resource Usage Total: 1.53%
Syn avg cell area: 11.0 sq um
==> registers in the layout, summed over array words and instances, names as in the netlist <==
register	count
cst	5
y	1
==> area by class of cell <==
| cell class | instances | area, sq um |
|---|---|---|
| flip-flops and latches | 6 | 115 |
| fillers | 402 | 3130 |
| multi-input cells | 10 | 61.3 |
| repair buffers | 3 | 30.0 |
| clock buffers | 4 | 26.3 |
| well taps | 46 | 57.6 |
==> placed cells by master (no fill, tap or decap) <==
cell type / instances
clkbuf_1: 1
and3b_1: 1
nor3_1: 2
and3b_2: 1
nor2_1: 3
dfxtp_1: 5
dlxtn_1: 1
and2_1: 1
clkdlybuf4s50_1: 3
a21oi_1: 1
clkbuf_4: 3
nor3_2: 1
==> per-stage QoR <==
step                      hold WS, ns  worst slack (ns)  utilization, %  total power, mW  setup TNS (ns)
after floorplan                 0.277             0.373               -            0.232               0
after global placement          0.489           -0.0865            7.73            0.245          -0.157
after detailed placement        0.503           -0.0977            7.73            0.247          -0.211
after CTS                       0.513             0.156            8.50            0.490               0
after global routing            0.541             0.120            8.50            0.516               0
final                           0.512             0.130            8.50            0.475               0
==> final timing paths <==
| path | from | endpoint | slack (ns) | depth (start not counted) |
|---|---|---|---|---|
| worst min register to register | cst[2]$_DFF_P_ | cst[1]$_DFF_P_ | 0.51 | 1 |
| worst min-delay path | cst[2]$_DFF_P_ | cst[1]$_DFF_P_ | 0.51 | 1 |
| worst max register to register | cst[3]$_DFF_P_ | cst[3]$_DFF_P_ | 0.32 | 2 |
| worst max-delay path | reset | cst[2]$_DFF_P_ | 0.13 | 2 |
==> worst reg2reg max path, stage by stage (launching register included) <==
cell,delay [ns]
dfxtp_1,0.30
nor3_2,0.20
nor3_1,0.06
==> synth_stat cells, drive strengths merged <==
| master | instances | area share, % |
|---|---|---|
| a21oi | 1 | 2.8 |
| and2 | 1 | 3.5 |
| and3b | 2 | 11 |
| dfxtp | 5 | 57 |
| dlxtn | 1 | 8.5 |
| nor2 | 3 | 6.4 |
| nor3 | 3 | 11 |
==> routing by layer <==
layer  GRT usage [%]  vias up
met5               0        -
met4           0.352        0
met3            2.61        0
met2            1.61        7
met1            1.41       53
li1                -       69
==> power by group <==
| group | leakage (nW) | internal [mW] | switching (mW) |
|---|---|---|---|
| clock | 0.0150 | 0.151 | 0.0804 |
| combinational | 0.0406 | 0.0161 | 0.0116 |
| sequential | 0.0485 | 0.211 | 0.00478 |
==> cell families (layout without fill, tap and decap cells) <==
logic type	count (synthesis)	count (layout)	share of synthesized area, %
AND-OR/OR-AND	1	1	2.83
buffers and inverters	0	7	0
AND/OR/NAND/NOR	9	9	31.9
flip-flops	5	5	56.7
latches	1	1	8.51
Power and IR drop assume default switching activity.
