--- flow/constraint.sdc ---
current_design rca

set clk_period 3.7
set clk_io_pct 0.2

create_clock -name clk0 -period $clk_period

set non_clock_inputs [all_inputs -no_clocks]
set_input_delay [expr $clk_period * $clk_io_pct] -clock clk0 $non_clock_inputs
set_output_delay [expr $clk_period * $clk_io_pct] -clock clk0 [all_outputs]
--- flow/run.sh ---
#!/bin/bash
# OpenROAD 26Q1-2900-gdf79404cd8, Yosys 0.63+post, stock flow scripts
make -C /OpenROAD-flow-scripts/flow DESIGN_CONFIG=/design/flow/config.mk WORK_HOME=/design/flow/orfs finish
--- flow/config.mk ---
export PLATFORM = sky130hd
export DESIGN_NAME = rca
export DESIGN_NICKNAME = rca
export VERILOG_FILES = /design/flow/design.v
export SDC_FILE = /design/flow/constraint.sdc
export NUM_CORES = 4
export LEC_CHECK = 1
export CORE_AREA = 10 10 70 70
export DIE_AREA = 0 0 80 80
--- flow/design.v ---
module rca_tb();
reg [3:0]a,b;
reg cin;
wire cout;
wire [3:0]s;
wire [2:0]c;
rca dut(a,b,cin,s,cout);
initial begin
a=4'b0000;
b=4'b0000;
cin=0;
end
always #20 a=a+4'b0001;
always #20 b=b+4'b0001;
always #20 cin=cin+1'b1;
endmodule
module rca(a,b,cin,s,cout);
input[3:0]a,b;
input cin;
output cout;
output [3:0]s;
wire[2:0]c;
assign s[0]=a[0]^b[0];
assign c[0]=(a[0]&b[0])|(b[0]&cin)|(cin&a[0]);
assign s[1]=a[1]^b[1]^c[0];
assign c[1]=(a[1]&b[1])|(b[1]&c[0])|(c[0]&a[1]);
assign s[2]=a[2]^b[2]^c[1];
assign c[2]=(a[2]&b[2])|(b[2]&c[1])|(c[1]&a[2]);
assign s[3]=a[3]^b[3]^c[2];
assign cout=(a[3]&b[3])|(b[3]&c[2])|(c[2]&a[3]);
endmodule
==> impl_metrics.yaml <==
# physical design summary
drt:
  maxUsedRoutingLayer: "met3"
  first_pass_iters: 2
  vias_per_cell: 1.66
  wl_met1_microns: 178
  wl_met3_microns: 123
  drc: 0
  diodes: 0
  dr.first_iter.drc_count: 2
  ant_nets: 0
  vias: 118
  routed_wl_microns: 492
  wl_met2_microns: 191
  wl_per_cell_microns: 6.93
global_routing:
  grt_overflow: 0
  grt_pass1_wl_microns: 621
  grt.total_usage_pct: 1.32
  grt_pass1_vias: 109
  grt_max_degree: 3
  antenna_found_initial: 0
timing:
  rsz0062_at_grt: "false"
  maxSlewHeadroom_pct: 89.6
  hold_violations: 0
  period_used_pct: 94.9
  hold_slack_ps: 2330
  fmax_ghz: 0.285
  setup_viol_count_final: 0
  setup_ws_ps: 188
  fin_setup_tns_ps: 0
  slew_viol_final: 0
  post-route-min-period_ps: 3510
  worst_pin_slew_ps: 157
final_layout:
  nClkBuffers: 0
  mostFrequentLayoutCells: "clkdlybuf4s50_1 (11), inv_1 (4), dlygate4sd2_1 (3)"
  drive_gt1_share_pct: 20.0
  ff_count: 0
  lay_top_count: "clkdlybuf4s50_1"
  flop_area_sq_um: 0
  utilization_pct: 9.16
  syn_to_final_growth_pct: 205
run_status:
  status: "finished clean"
synthesis:
  avgSynthCellArea_sq_um: 9.33
  synthCells: 11
  synth.distinct_cells: 5
  synth.area.mux_share_pct: 0
  yosysChipArea_sq_um: 103
  top_logic_kind: "adder cells"
  ys_sh_xor_pct: 0
  aoi_share_pct: 4.88
  synth-simple-area-share_pct: 6.10
  ys_seq_share_pct: 0
  adder_share_pct: 70.7
  ys_cells: 11
  synth_area_sq_um: 103
  ys_warn_count: 0
setup_path:
  critPathMaxFanout: 2
  worstSetupPathType: "input port to output port"
  cp_num_buf_inv: 4
  slowest_stage: "fa_1"
  crit_path_cell_trace: "dlygate4sd2_1 -> ha_1 -> nand2b_4 -> fa_2 -> fa_2 -> inv_2 -> fa_1 -> inv_1 -> dlygate4sd2_1"
  setup.worst_path.start_class: "input port"
  crit_family: "adder cells"
  arrival_ps: 2770
  endpoint_kind: "output port"
  cp.required_ps: 2960
  max_stage_delay_ps: 390
floorplan:
  fp.dieW_microns: 80
  coreArea_sq_mm: 0.00342
  num_rows: 21
  die_h_microns: 80
  die_area_sq_mm: 0.00640
  ioPinCount: 14
  fp-utilization_pct: 3.00
power_and_ir_drop:
  p_per_area_mw_per_mm2: 118
  ir_worst_vdd_mv: 0.0157
  total_power_mw: 0.0368
  p_leak_nw: 0.121
worst_hold_path:
  hold_path_class: "input port to output port"
place:
  numPortBuffers: 14
  place_worst_setup_slack_ps: -345
  finalWeightedCongestion: 0.759
flow_run:
  maxCapViolCount: 0
  tool_warnings: 32
clock_tree:
  cts_hold_buffers: 0
power by group:
part | leakage, nW | internal [mW] | switching, mW
registers | 0 | 0 | 0
logic | 0.121 | 0.0259 | 0.0109
clock network | 0 | 0 | 0
total | 0.121 | 0.0259 | 0.0109
synth_stat cells:
cell type	n	area, sq um
ha_1	1	12.5
nand2b_1	1	6.26
fa_1	3	60.1
inv_1	5	18.8
o21ai_1	1	5.00
area by class of cell:
| cell class | instances | area (sq um) |
|---|---|---|
| Fill cell | 404 | 3100 |
| Inverter | 5 | 18.8 |
| Multi-Input combinational cell | 6 | 100 |
| Tap cell | 46 | 57.6 |
| Timing Repair Buffer | 14 | 136 |
worst paths after layout:
check  from  endpoint  slack [ps]  cells past startpoint
min    b[0]      s[0]        2330                      3
max    a[0]      s[3]         190                      9
per-layer routing:
metal	GRT usage (%)	vias up
met3	1.25	0
li1	-	58
met2	1.93	10
met4	0	0
met1	1.47	50
met5	0	-
per-stage QoR:
| step | cell area, sq um | instances |
|---|---|---|
| finish | 313 | 71 |
| CTS | 313 | 71 |
| floorplan | 103 | 11 |
| detailed placement | 300 | 71 |
| global route | 313 | 71 |
| global placement | 300 | 71 |
timing repair:
item | 4_1_cts | 5_1_grt
endpoints found under the hold margin | 0 | 0
buffers inserted | 0 | 0
resized | 8 | 0
endpoints found under the setup margin | 2 | 0
worst min-delay path, stage by stage:
cell	delay (ps)
dlygate4sd2_1	230
ha_1	130
clkdlybuf4s50_1	490
cell families (layout without fill, tap and decap cells):
group,Yosys count,count (layout)
buffers and inverters,5,19
adder cells (fa/ha/maj),4,4
AND-OR/OR-AND,1,1
AND/OR/NAND/NOR,1,1
Power is estimated from default activity; no workload was simulated.
